==> ./design.v <==
module uart_rx (
    input clk,                
    input rst_n,              
    input rx,                 
    output reg [7:0] data_out,  
    output reg valid           
);
    parameter BAUD_DIV = 434;   
    parameter TICK_DIV = 27;  
    localparam STATE_IDLE  = 2'd0, STATE_START = 2'd1, STATE_DATA  = 2'd2, STATE_STOP  = 2'd3;
    reg [1:0] state;
    reg [12:0] clk_counter;
    reg [3:0] tick_counter;
    reg [3:0] bit_index;
    reg [7:0] rx_shift;
    reg rx_sync1, rx_sync2;  
    always @(*) begin
        if (!rst_n) begin
            rx_sync1 <= 1'b1;
            rx_sync2 <= 1'b1;
        end else begin
            rx_sync1 <= rx;
            rx_sync2 <= rx_sync1;
        end
    end
    always @(posedge clk or negedge rst_n) begin
        if (!rst_n) begin
            state       <= STATE_IDLE;
            clk_counter <= 13'd0;
            tick_counter <= 4'd0;
            bit_index   <= 4'd0;
            rx_shift    <= 8'd0;
            data_out    <= 8'd0;
            valid       <= 1'b0;
        end else begin
            case (state)
                STATE_IDLE: begin
                    valid       <= 0;
                    clk_counter <= 13'd0;
                    tick_counter <= 4'd0;
                    bit_index   <= 4'd0;
                    if (rx_sync2 == 1'b0) begin
                        state <= STATE_START;
                    end
                end
                STATE_START: begin
                    if (clk_counter < TICK_DIV - 1'b1) begin
                        clk_counter <= clk_counter + 13'd1;
                    end else begin
                        clk_counter <= 13'd0;
                        tick_counter <= tick_counter + 4'd1;
                        if (tick_counter == 4'd8) begin
                            if (rx_sync2 == 1'b0) begin
                                state <= STATE_DATA;
                            end else begin
                                state <= STATE_IDLE;
                            end
                        end
                    end
                end
                STATE_DATA: begin
                    if (clk_counter < TICK_DIV - 1'b1) begin
                        clk_counter <= clk_counter + 13'd1;
                    end else begin
                        clk_counter <= 13'd0;
                        tick_counter <= tick_counter + 4'd1;
                        if (tick_counter == 4'd8) begin
                            rx_shift[bit_index] <= rx_sync2;
                            if (bit_index < 4'd7) begin
                                bit_index <= bit_index + 4'd1;
                            end else begin
                                bit_index <= 4'd0;
                                state <= STATE_STOP;
                            end
                        end
                    end
                end
                STATE_STOP: begin
                    if (clk_counter < TICK_DIV - 1'b1) begin
                        clk_counter <= clk_counter + 13'd1;
                    end else begin
                        clk_counter <= 13'd0;
                        tick_counter <= tick_counter + 4'd1;
                        if (tick_counter == 4'd8) begin
                            if (rx_sync2 == 1'b1) begin
                                data_out <= rx_shift;
                                valid <= 1'b1;
                            end
                            state <= STATE_IDLE;
                        end
                    end
                end
                default: state <= STATE_IDLE;
            endcase
        end
    end
endmodule
module uart_string_loopback (
    input  wire clk,
    input  wire rst_n,
    input  wire rx,
    output wire tx
);
parameter BUFFER_SIZE = 32;  
parameter DATA_WIDTH = 8;      
reg [DATA_WIDTH-1:0] buffer [0:BUFFER_SIZE-1];  
reg [$clog2(BUFFER_SIZE)-1:0] write_ptr;        
reg [$clog2(BUFFER_SIZE)-1:0] read_ptr;         
wire [DATA_WIDTH-1:0] rx_data;                  
wire rx_valid;                                  
reg [DATA_WIDTH-1:0] tx_data;                   
reg trigger;                                    
wire tx_busy;                                   
reg full, empty;                                
wire buffer_full  = (write_ptr == read_ptr - 1) || (write_ptr == (BUFFER_SIZE-1) && read_ptr == 0);
wire buffer_empty = (write_ptr == read_ptr);
uart_rx uart_rx_inst (
    .clk(clk),
    .rst_n(rst_n),
    .rx(rx),
    .data_out(rx_data),
    .valid(rx_valid)
);
uart_tx uart_tx_inst (
    .clk(clk),
    .rst_n(rst_n),
    .trigger(trigger),
    .data_in(tx_data),
    .tx(tx),
    .busy(tx_busy)
);
always @(posedge clk or negedge rst_n) begin
    if (!rst_n) begin
        write_ptr <= 1'b0;
        read_ptr  <= 1'b0;
        trigger   <= 1'b0;
    end else begin
        if (rx_valid && !buffer_full) begin
            buffer[write_ptr] <= rx_data;
            write_ptr <= (write_ptr == BUFFER_SIZE-1) ? 0 : write_ptr + 1'b1;
        end
        if (!tx_busy && !buffer_empty && !trigger) begin
            tx_data <= buffer[read_ptr];
            trigger <= 1'b1;
            read_ptr <= (read_ptr == BUFFER_SIZE-1) ? 0 : read_ptr + 1'b1;
        end 
		  else begin
            trigger <= 1'b0;
        end
    end
end
endmodule
module uart_tx (
    input clk,
    input rst_n,
    input trigger,
    input [7:0] data_in,
    output reg tx,
    output reg busy
);
    parameter BAUD_DIV = 434;   
    parameter TICK_DIV = 27;  
    localparam STATE_IDLE  = 2'd0, STATE_START = 2'd1, STATE_DATA  = 2'd2, STATE_STOP  = 2'd3;
    reg [1:0] state;
    reg [12:0] clk_counter;
    reg [3:0] tick_counter;
    reg [3:0] bit_index;
    reg [7:0] tx_shift;
    always @(posedge clk or negedge rst_n) begin
        if (!rst_n) begin
            state        <= STATE_IDLE;
            tx           <= 1'b1;
            clk_counter  <= 13'd0;
            tick_counter <= 4'd0;
            bit_index    <= 4'd0;
            busy         <= 1'b0;
            tx_shift     <= 8'd0;
        end else begin
            case (state)
                STATE_IDLE: begin
                    tx           <= 1'b1;
                    clk_counter  <= 13'd0;
                    tick_counter <= 4'd0;
                    bit_index    <= 4'd0;
                    busy         <= 1'b0;
                    if (trigger) begin
                        busy      <= 1'b1;
                        tx_shift  <= data_in;
                        state     <= STATE_START;
                    end
                end
                STATE_START: begin
                    tx <= 1'b0;
                    if (clk_counter < TICK_DIV - 1'b1) begin
                        clk_counter <= clk_counter + 1'b1;
                    end else begin
                        clk_counter <= 13'd0;
                        if (tick_counter < 4'd15) begin
                            tick_counter <= tick_counter + 1'b1;
                        end else begin
                            tick_counter <= 4'd0;
                            state <= STATE_DATA;
                        end
                    end
                end
                STATE_DATA: begin
                    tx <= tx_shift[0];
                    if (clk_counter < TICK_DIV - 1'b1) begin
                        clk_counter <= clk_counter + 1'b1;
                    end else begin
                        clk_counter <= 13'd0;
                        if (tick_counter < 4'd15) begin
                            tick_counter <= tick_counter + 1'b1;
                        end else begin
                            tick_counter <= 4'd0;
                            tx_shift <= {1'b0, tx_shift[7:1]};
                            if (bit_index < 4'd7) begin
                                bit_index <= bit_index + 1'b1;
                            end else begin
                                bit_index <= 4'd0;
                                state <= STATE_STOP;
                            end
                        end
                    end
                end
                STATE_STOP: begin
                    tx <= 1'b1;
                    if (clk_counter < TICK_DIV - 1'b1) begin
                        clk_counter <= clk_counter + 1'b1;
                    end else begin
                        clk_counter <= 13'd0;
                        if (tick_counter < 4'd15) begin
                            tick_counter <= tick_counter + 1'b1;
                        end else begin
                            tick_counter <= 4'd0;
                            state <= STATE_IDLE;
                        end
                    end
                end
                default: state <= STATE_IDLE;
            endcase
        end
    end
endmodule
==> ./run.sh <==
#!/bin/bash
# OpenROAD 26Q1-2900-gdf79404cd8, Yosys 0.63+post, stock flow scripts
make -C /OpenROAD-flow-scripts/flow DESIGN_CONFIG=/design/flow/config.mk WORK_HOME=/design/flow/orfs finish
==> ./config.mk <==
export PLATFORM = sky130hd
export DESIGN_NAME = uart_string_loopback
export DESIGN_NICKNAME = uart_string_loopback
export VERILOG_FILES = /design/flow/design.v
export SDC_FILE = /design/flow/constraint.sdc
export NUM_CORES = 4
export LEC_CHECK = 1
export CORE_UTILIZATION = 40
==> ./constraint.sdc <==
current_design uart_string_loopback

set clk_period 5.2
set clk_io_pct 0.2

create_clock -name clk0 -period $clk_period [get_ports {clk}]

set non_clock_inputs [all_inputs -no_clocks]
set_input_delay [expr $clk_period * $clk_io_pct] -clock clk0 $non_clock_inputs
set_output_delay [expr $clk_period * $clk_io_pct] -clock clk0 [all_outputs]
==> summary.txt <==
worst-path fanout max: 22
CTS tree: built
synthesized area: 14900 um2
final RePlAce weighted congestion: 1.02
warning total across the stage logs: 39
worst skew pair latency: 540 ps
CTS buffer count: 37
Worst-path clk slew: 60 ps
Hold Fails Final Rpt: 0
number of global-route vias before repair: 9549
H-tree Lvls: 2
Die H: 195 um
YS chip area: 14900 um2
fp util: 40.6%
n_diodes: 0
crit-path cells: inv_1 -> ha_1 -> buf_4 -> nor2b_1 -> a31oi_2 -> o211ai_4 -> buf_12 -> nor3_1 -> buf_4
Internal: 0.00588 W
hold_buf cts: 0
CP Capture Type: flop
total gr overflow: 0
gate count of the mapped netlist: 1059
CTS root buf: clkbuf_16
Post-synth EDFFs: 264
CP max stage cell: nor3_1
total global-route track usage: 24.4%
Critical Path RT: 5440 ps
Final min period: 3420 ps
vias: 9454
Post-Layout Cell Count: 1610
max cap viols: 0
clock sink total: 352
Final Max Tran Viols: 0
leak pwr: 6.14 nW
CP Launch Type: flop
status: finished clean
Slew HR: 28.7%
Top cell by count, worst path: buf_4
CP Class: flop to flop
Die ar.: 37900 um2
critical path's top delay family: buffers and inverters
core area: 36600 um2
slowest cell delay on critical path: 700 ps
layout cells sized above 1: 15.7%
Post-synth ARST share: 25.0%
Peak VDD IR: 0.235 mV
synth unique cells: 82
Warnings, synthesis: 4
die width: 195 um
Rows: 70
final WL: 41800 um
Post-CTS Resized: 0
Final Setup Violations: 0
antenna violations before repair: 0
Yosys reg bits: 352
syn avg cell area: 14.0 um2
clk buf depth: 3
pre-CTS worst setup slack: 1790 ps
Yosys Instances: 1059
Antenna Nets Post-Route: 0
Setup Buffers After CTS: 0
Arr. time, crit path: 3670 ps
Total Power: 0.00905 W
drt pass-1 iters: 5
DRT iter0 DRCs: 876
Power Density: 535 nW/um2
P_sw: 0.00317 W
Clock Power Share: 30.0%
Post-synth seq share: 68.2%
hpwl dp: 28300 um
first-pass GRT wire length: 62700 um
Vias per Instance: 5.87
Clock Skew: 23.1 ps
hold crit path type: flop to flop
Slew @ Worst Pin: 1060 ps
fmax: 292 MHz
Comb power frac: 29.8%
I/O pins: 4
register share of total power: 40.3%
Switching Fraction: 35.1%
setup_tns: 0 ps
routed len/inst: 25.9 um
drt drc: 0
ys flop type: edfxtp_1
Bufs and invs on worst path: 4
period utilization: 65.8%
unrepaired setup endpoints after global routing: false
Area Overhead vs Synth: 14.0%
pin count of the biggest net entering global routing: 50
number of port buffers: 3
setup ws final: 1780 ps
Inst Count DP: 1542
[worst paths after layout]
check | slack, ps | to | start | cells past startpoint
max in group asynchronous | 3640 | uart_tx_inst.tx_shift[7] | rst_n | 2
min reg2reg | 460 | uart_rx_inst.clk_counter[0] | uart_rx_inst.clk_counter[0] | 1
max | 1780 | buffer[13][0] | read_ptr[0] | 9
max reg2reg | 1780 | buffer[13][0] | read_ptr[0] | 9
min in group asynchronous | 500 | uart_rx_inst.rx_shift[5] | rst_n | 1
min | 460 | uart_rx_inst.clk_counter[0] | uart_rx_inst.clk_counter[0] | 1
[metal layers]
layer	wire length [um]	up-vias	global-route usage, %
met4	1570	0	7.55
met5	0	-	0
met3	5260	101	12.2
li1	-	4205	-
met2	18300	481	34.1
met1	16600	4667	35.6
[flip-flops by register name (all words and copies together), names as in the netlist]
register                   count
uart_rx_inst.data_out          8
uart_rx_inst.bit_index         4
uart_tx_inst.tx                1
uart_rx_inst.valid             1
uart_rx_inst.state             4
uart_rx_inst.clk_counter      13
read_ptr                       5
tx_data                        8
trigger                        1
uart_tx_inst.bit_index         4
buffer                       256
uart_rx_inst.tick_counter      4
uart_tx_inst.tick_counter      4
uart_tx_inst.busy              1
uart_tx_inst.tx_shift          8
uart_tx_inst.clk_counter      13
uart_tx_inst.state             4
write_ptr                      5
uart_rx_inst.rx_shift          8
[cells by family (layout without fill, tap and decap cells)]
group / count (synthesis) / in the layout / synth area share, %
AND-OR/OR-AND: 234 / 234 / 11.5
buffers and inverters: 86 / 154 / 2.77
adder cells (fa/ha/maj): 24 / 24 / 2.02
multiplexers: 61 / 61 / 4.58
XOR/XNOR: 14 / 14 / 0.876
other: 1 / 16 / 0.0252
AND/OR/NAND/NOR: 287 / 287 / 9.98
flip-flops: 352 / 352 / 68.2
[metrics by stage]
stage / hold slack, ps / instance area [um2] / util (%)
5_1_grt: 491 / 16900 / 46.2
2_1_floorplan: 430 / 14900 / -
3_3_place_gp: 450 / 15700 / 42.8
4_1_cts: 465 / 16900 / 46.2
6_report: 462 / 16900 / 46.2
3_5_place_dp: 455 / 15700 / 42.8
[synth_stat cells, drive strengths merged, types with 5 or more instances]
| cell | count | area (um2) |
|---|---|---|
| edfxtp | 264 | 7930 |
| ha | 24 | 300 |
| nand3 | 41 | 205 |
| nor3 | 35 | 175 |
| nor2 | 52 | 205 |
| a22o | 19 | 166 |
| o31ai | 5 | 51.3 |
| a21o | 5 | 37.5 |
| nor2b | 19 | 119 |
| o21ai | 39 | 206 |
| o211ai | 8 | 73.8 |
| a32o | 5 | 50.1 |
| o22ai | 14 | 87.6 |
| a31oi | 14 | 93.8 |
| a21oi | 29 | 145 |
| and2 | 6 | 37.5 |
| mux2 | 36 | 405 |
| nor4 | 13 | 81.3 |
| inv | 26 | 97.6 |
| or3 | 6 | 37.5 |
| clkbuf | 23 | 86.3 |
| and3 | 6 | 37.5 |
| nand2 | 64 | 240 |
| nand2b | 6 | 37.5 |
| a32oi | 13 | 114 |
| a22oi | 45 | 338 |
| buf | 37 | 228 |
| mux2i | 23 | 230 |
| dfrtp | 85 | 2130 |
| nand4 | 11 | 68.8 |
| a221oi | 5 | 56.3 |
| xor2 | 11 | 96.3 |
[final cells by class]
type | count | area (um2)
timing repair buffer | 60 | 468
clock buffer | 52 | 1130
sequential | 352 | 10100
fill | 3173 | 19700
multi-input combinational | 636 | 4370
inverter | 26 | 97.6
tap | 468 | 586
clock inverter | 16 | 144
[power by group through the flow]
| stage | Sequential [W] | Clock, W | Combinational (W) |
|---|---|---|---|
| final | 0.00364 | 0.00271 | 0.00270 |
| after CTS | 0.00364 | 0.00276 | 0.00265 |
| after global routing | 0.00368 | 0.00286 | 0.00288 |
[layout by cell type, fill, tap and decap left out, types with 7 or more instances in the layout]
cell       Yosys  routed
edfxtp_1     264     264
dfrtp_1       85      82
nand2_1       64      64
buf_4          2      57
nor2_1        50      50
a22oi_1       45      45
clkbuf_16      0      43
nand3_1       41      41
o21ai_0       38      38
nor3_1        35      35
mux2_2        34      34
a21oi_1       29      29
inv_1         24      24
ha_1          24      24
mux2i_1       23      23
a22o_1        19      19
nor2b_1       19      19
conb_1         1      16
o22ai_1       14      14
nor4_1        13      13
a32oi_1       13      13
a31oi_1       13      13
xor2_1        11      11
nand4_1       11      11
o211ai_1       7       7
clkbuf_1      23       7
Power figures rest on the tool's default switching activity, not on a simulated workload.
